<file path="/design/flow/run.sh">
#!/bin/bash
# OpenROAD 26Q1-2900-gdf79404cd8, Yosys 0.63+post, stock flow scripts
make -C /OpenROAD-flow-scripts/flow DESIGN_CONFIG=/design/flow/config.mk WORK_HOME=/design/flow/orfs finish
</file>
<file path="/design/flow/config.mk">
export PLATFORM = sky130hd
export DESIGN_NAME = Data_Memory2
export DESIGN_NICKNAME = Data_Memory2
export VERILOG_FILES = /design/flow/design.v
export SDC_FILE = /design/flow/constraint.sdc
export NUM_CORES = 4
export LEC_CHECK = 1
export CORE_UTILIZATION = 50
</file>
<file path="/design/flow/constraint.sdc">
current_design Data_Memory2

set clk_period 72.4
set clk_io_pct 0.2

create_clock -name clk0 -period $clk_period [get_ports {clk}]

set non_clock_inputs [all_inputs -no_clocks]
set_input_delay [expr $clk_period * $clk_io_pct] -clock clk0 $non_clock_inputs
set_output_delay [expr $clk_period * $clk_io_pct] -clock clk0 [all_outputs]
</file>
<file path="/design/flow/design.v">
`timescale 1ns/1ns
module Data_Memory2 (
    input [31:0] in_Data,
    input [6:0] A,
    input clk,WE,rst,
    output [31:0] o_Data
);
    reg [31:0] Data_Mem [99:0];
    integer i;
    assign o_Data = Data_Mem[A];
    always @(posedge clk) begin
        if (rst) begin
            for(i=0;i<100;i=i+1)
                Data_Mem[i] <= 32'd1;
        end else if (WE) begin
            Data_Mem[A] <= in_Data; 
        end
    end
endmodule
</file>
==> deck_impl_summary.md <==
Synthesis and Place & Route Summary

Run status
  – Status: complete, no violations

Logic synthesis
  – Area reported by Yosys stat: around 180000 µm²
  – YS warnings: 1
  – Seq share, synth: about two thirds
  – Post-synth mux share: approximately 4.6%
  – Distinct cells, synth: 60
  – Mean Syn Cell Area: 14.0 µm²
  – Basic Gates by Area: between 10 and 15%
  – Synth Flop Type: edfxtp_1
  – #FFs+latches synth: between 4000 and 5000
  – Ys cells: 12800
  – Synth Area in XOR/XNOR: 0%
  – Yosys adder share: 0%
  – Compound Share, Synth: under 10%
  – EDFF count, synth: approximately 4100
  – Synth logic family: simple AND/OR/NAND/NOR gates
  – Synthesized area: ~180000 µm²
  – Syn Inst Count: roughly 13000
  – Synth async-reset ratio: 0%

Global route
  – Grt ovf: 0
  – Vias in the first global route: between 100k and 150k
  – Antenna violations before repair: about 64
  – First-pass GRT wire length: around 920 mm
  – Largest net degree at the start of global routing: roughly 95
  – Tot GR Track Use: between 40% and 50%

Clocking
  – Post-CTS Setup Bufs: 0
  – CTS Root Buffer Type: clkbuf_16
  – Total clock sinks: between 4000 and 5000
  – CTS resizes: 0
  – Worst-case clock buffer depth: 4
  – CTS Buf Count: approximately 430
  – CTS tree: done
  – Hold_buf cts: 0
  – H-Tree Depth: 5
  – Clock Pin Slew Worst Setup and Hold Paths: ~60 ps

Critical path
  – Worst path cell trace: buf_8, buf_4, nor2b_4, buf_4, buf_4, buf_12, buf_4, a221oi_1, nor2_1, a21oi_1, o22ai_1, o21ai_0, buf_4, nand4_1, clkdlybuf4s50_1
  – Critical path type: primary input to output pin
  – Startpoint types: primary input
  – WP data arrival: about 21000 ps
  – Worst Path Required: approximately 58000 ps
  – Crit Path Max Fanout: between 90 and 100
  – Most frequent CP cell: buf_4
  – CP Capture Type: output pin
  – CP max stage cell: buf_4
  – Crit-path max cell delay: around 710 ps

Timing
  – Fin Setup TNS: 0 ps
  – Max-slew violation count: 0
  – Crit share post-route: 49.6%
  – Final worst path period need: roughly 36000 ps
  – RSZ-0062 raised after global routing: no
  – Final hold viol count: 0
  – Highest Clock Rate: 27.8 MHz
  – Final worst-path setup slack: about 36000 ps
  – Rel. slew slack: between 4 and 5%
  – Final setup violation count: 0
  – Worst-Margin Slew: 1430 ps

Placement
  – I/O Buffers: between 70 and 80
  – Dpl hpwl: around 400 mm
  – Placer Congestion: approximately 1.1
  – DP Worst Slack: ~37000 ps

Floorplanning
  – Std-Cell Rows: 219
  – Chip area: between 300000 and 400000 µm²
  – Die Wd: roughly 600 µm
  – CORE AREA: approximately 360000 µm²
  – Num ports: roughly 74
  – FP Util: between 50 and 60%
  – Die y size: between 600 and 700 µm

Power
  – Int Pwr: 4060 µW
  – Lkg Pwr: a little under 0.07 µW
  – Power density cells: about 27 nW/µm²
  – Peak VDD IR: around 22 µV
  – Net Sw Frac: about a quarter
  – Combinational cell fraction of total power: under 10%
  – Share of power burned in the clock network: about two fifths
  – Reg power frac: around half
  – Switching pwr: approximately 1300 µW

Flow run
  – Max_cap viols: 0
  – OpenROAD warning count: 26

Route
  – WL/cell: around 37 µm
  – Final ANT Viol Nets: 0
  – Vias/cell: 6.43
  – Vias post-DR: around 110k
  – First-pass iteration count of the detailed router: 6
  – Initial detailed-routing violation count: between 8000 and 9000
  – Final WL: between 600 and 700 mm
  – Drc violations: 0

Finish
  – Largest register FFs: about 4100
  – Area growth from synthesis to layout: 11.5%
  – Fraction of layout cells with a size suffix above 1: between 10% and 20%
  – Largest regs: Data_Mem: 4096 flops
  – Reg with most FFs: Data_Mem

Min path
  – Hold WC Path Type: primary input to register
power groups by stage:
stage,clock [µW],sequential (µW),combinational (µW)
5_1_grt,2280,2730,455
6_report,2180,2720,444
4_1_cts,2190,2730,428
stage by stage:
stage / total power, µW / hold slack, ps / instances / instance area [µm²] / utilization, %
floorplan: 2970 / 14580 / 12800 / 179000 / -
global placement: 3200 / 14880 / 16900 / 186000 / 52.2
detailed placement: 3200 / 14870 / 16900 / 186000 / 52.3
CTS: 5350 / 13840 / 17700 / 200000 / 56.1
global route: 5470 / 13850 / 17700 / 200000 / 56.1
finish: 5350 / 13870 / 17700 / 200000 / 56.2
kinds of logic after synthesis:
kind of cell / count (synthesis)
flops: 4096
simple gates: 4307
compound gates: 2406
buf+inv: 1374
mux: 608
cell usage after synthesis (all sizes together) (8+ instances only):
cell type | instances | area (µm²)
or2 | 104 | 651
a22oi | 241 | 1810
a21oi | 472 | 2360
buf | 435 | 2200
nand2b | 14 | 87.6
o22a | 16 | 140
o2bb2ai | 9 | 78.8
a222oi | 30 | 300
a211oi | 32 | 240
or3 | 112 | 701
a21o | 19 | 143
nor3 | 55 | 275
o2111ai | 18 | 158
or4 | 8 | 60.1
mux2i | 172 | 1720
o221ai | 45 | 394
o311ai | 13 | 114
a221o | 54 | 541
nand2 | 271 | 1020
clkbuf | 936 | 3510
nand4 | 15 | 93.8
nor2b | 14 | 87.6
o21ai | 231 | 1160
mux2 | 289 | 3250
a221oi | 925 | 8100
nor2 | 539 | 2030
nand3 | 42 | 210
a2111oi | 9 | 78.8
o211ai | 46 | 345
and2 | 3109 | 19400
o31ai | 18 | 135
edfxtp | 4096 | 123000
o22ai | 154 | 963
mux4 | 147 | 3310
a31oi | 29 | 181
nor4 | 14 | 87.6
worst max-delay path, delay by kind of cell:
| kind | cells | cell delay, ps |
|---|---|---|
| simple gates | 3 | 1080 |
| buf+inv | 8 | 4380 |
| compound gates | 4 | 1090 |
cell usage in the layout (no fill, tap or decap), types with 76 or more instances in the layout:
cell	netlist	final
a21oi_1	472	472
nor2_2	2	78
o22ai_1	154	154
nand2_1	270	265
a221oi_1	925	922
clkinv_2	0	76
clkinv_1	1	113
mux4_2	147	147
o21ai_0	230	227
clkbuf_1	936	93
edfxtp_1	4096	4096
mux2_2	289	289
clkbuf_16	0	441
or3_1	112	112
and2_1	3109	3107
buf_4	27	655
a22oi_1	241	241
mux2i_1	172	172
or2_2	104	104
nor2_1	537	428
area by class of cell:
cell class	instances	area, µm²
multi-input combinational	7321	51400
clock inverter	254	2350
fill	26700	156000
tap	4751	5940
clock buffer	534	11400
sequential	4096	123000
timing repair buffer	735	5910
antenna	52	130
inverter	3	28.8
layer usage:
metal	vias to the layer above	GRT usage (%)	share of wire, %	wire [µm]
met4	105	20.6	6.8	44800
met1	55700	46.9	30	199000
li1	47900	-	-	-
met5	-	8.65	0.61	4010
met3	1627	34.4	20	133000
met2	8754	52.9	42	280000
path summary, 6_finish.rpt:
| kind | cells after the start | from | slack (ps) | endpoint |
|---|---|---|---|---|
| worst max-delay path | 15 | A[2] | 36460 | o_Data[16] |
| worst min-delay path | 1 | in_Data[12] | 13870 | Data_Mem[110][12]$_DFFE_PP_ |
Power figures rest on the tool's default switching activity, not on a simulated workload.
