### flow/run.sh
#!/bin/bash
# OpenROAD 26Q1-2900-gdf79404cd8, Yosys 0.63+post, stock flow scripts
make -C /OpenROAD-flow-scripts/flow DESIGN_CONFIG=/design/flow/config.mk WORK_HOME=/design/flow/orfs finish
### flow/config.mk
export PLATFORM = sky130hd
export DESIGN_NAME = Data_Memory1
export DESIGN_NICKNAME = Data_Memory1
export VERILOG_FILES = /design/flow/design.v
export SDC_FILE = /design/flow/constraint.sdc
export NUM_CORES = 4
export LEC_CHECK = 1
export CORE_UTILIZATION = 50
### flow/constraint.sdc
current_design Data_Memory1

set clk_period 72.4
set clk_io_pct 0.2

create_clock -name clk0 -period $clk_period [get_ports {clk}]

set non_clock_inputs [all_inputs -no_clocks]
set_input_delay [expr $clk_period * $clk_io_pct] -clock clk0 $non_clock_inputs
set_output_delay [expr $clk_period * $clk_io_pct] -clock clk0 [all_outputs]
### flow/design.v
`timescale 1ns/1ns
module Data_Memory1 (
    input [31:0] in_Data,
    input [6:0] A,
    input clk,WE,rst,
    output [31:0] o_Data
);
    reg [31:0] Data_Mem [99:0];
    integer i;
    assign o_Data = Data_Mem[A];
    always @(posedge clk) begin
        if (rst) begin
            for(i=0;i<100;i=i+1)
                Data_Mem[i] <= 32'd1; 
        end else if (WE) begin
            Data_Mem[A] <= in_Data; 
        end
    end
endmodule
==> flow_metrics.py <==
# Physical implementation metrics
metrics = {
    "sta": {
        "hold_viol": 0,
        "final.setup.tns_ns": 0,
        "fmax_ghz": 0.0278,
        "rsz0062_at_grt": "false",
        "relSlewSlack_pct": 4.14,
        "setup_viol": 0,
        "tightest_slew_ns": 1.43,
        "drv_slew": 0,
        "min_period_ns": 35.94,
        "final.period_utilization_pct": 49.6,
    },
    "detailed_routing": {
        "wl_per_cell_um": 37.3,
        "via_per_inst": 6.43,
        "drtIter0Drc": 8858,
        "drtAntennaViolNets": 0,
        "wl_um": 662000,
        "drc_errors": 0,
        "vias": 114000,
        "firstDrtPassIters": 6,
    },
    "synthesis": {
        "ys_sh_aoi_pct": 9.82,
        "ys_seq_share_pct": 68.5,
        "ys.flops": 4096,
        "synth-edff-count": 4096,
        "mux_share_pct": 4.62,
        "yosys_most_used_dff": "edfxtp_1",
        "ys_warn_count": 1,
        "syn_area_um2": 179000,
        "ys_sh_adder_pct": 0,
        "yosys.area_share.simple_pct": 13.8,
        "synth-xor-area-share_pct": 0,
        "synth_chip_area_um2": 179000,
        "ys_types": 60,
        "top_logic_kind": "simple AND/OR/NAND/NOR gates",
        "synth_area_per_cell_um2": 14.0,
        "synthArstFlopShare_pct": 0,
        "ys_cells": 12800,
        "netlist_instances": 12800,
    },
    "critical_path": {
        "arrival_ns": 21.46,
        "path_depth": 15,
        "crit_fanout": 94,
        "critPathMaxStageDelay_ns": 0.71,
        "critPathBufInv": 8,
        "start_kind": "primary input",
        "cp-end-kind": "output pin",
        "criticalPathCategory": "primary input to output pin",
        "path_common_cell": "buf_4",
        "crit_family": "buffers and inverters",
        "startpoint": "A[2]",
        "slowest_stage": "buf_4",
        "cp_cell_sequence": "buf_8, buf_4, nor2b_4, buf_4, buf_4, buf_12, buf_4, a221oi_1, nor2_1, a21oi_1, o22ai_1, o21ai_0, buf_4, nand4_1, clkdlybuf4s50_1",
        "critPathRequiredTime_ns": 57.92,
        "endpoint": "o_Data[16]",
    },
    "clock_network": {
        "cts_buffer_depth": 4,
        "cts_tree": "built",
        "cts_hold_buf": 0,
        "postCtsSetupRepairBufs": 0,
        "root_buffer": "clkbuf_16",
        "postCtsResizedCells": 0,
        "cts_made_buffers": 432,
        "clk_pin_slew_worst_paths_ns": 0.06,
        "clock-sinks": 4096,
        "htree_num_levels": 5,
    },
    "finish": {
        "drive_gt1_share_pct": 15.3,
        "area_delta_synth_final_pct": 11.5,
        "logic_area_um2": 51400,
        "final_util_pct": 56.2,
        "seq_area_um2": 123000,
        "largest_reg_flops": 4096,
        "finalNonFillerCells": 17700,
        "top_regs": "Data_Mem x4096",
        "fillers": 26700,
        "regMostFlops": "Data_Mem",
    },
    "global_route": {
        "antenna_found_initial": 64,
        "grt_overflow_total": 0,
        "track_usage_pct": 40.6,
        "grt_max_degree": 95,
        "grt_pass1_vias": 117000,
        "grt_first_pass_wirelength_um": 917000,
    },
    "placement": {
        "place_inst": 16900,
        "place_congestion": 1.07,
        "port_buffers": 73,
        "dp_hpwl_um": 400000,
    },
    "pwr": {
        "vdd_drop_max_mv": 0.0220,
        "power.density_nw_per_um2": 26.7,
        "total_leakage_power_nw": 67.5,
        "finalPower_w": 0.00535,
    },
    "flow_run": {
        "warning_count": 26,
        "drv_cap": 0,
    },
    "floorplanning": {
        "die_area_um2": 361000,
        "die_h_um": 601,
        "core_um2": 356000,
        "die_width_um": 601,
        "io_pins": 74,
        "initCoreUtil_pct": 50.3,
        "rows": 219,
    },
    "outcome": {
        "status": "finished, final reports clean",
    },
    "hold_path": {
        "min_path_type": "primary input to flip-flop",
    },
}
## metrics by stage
step	worst slack, ns	area [um2]	hold slack (ns)
final	36.46	200000	13.87
after detailed placement	36.92	186000	14.87
after floorplan	41.37	179000	14.58
after global placement	36.06	186000	14.88
after global routing	36.75	200000	13.85
after CTS	36.91	200000	13.84
## synthesized netlist by cell type (46+ instances only)
| cell type | count | area [um2] |
|---|---|---|
| or2_2 | 104 | 651 |
| or3_1 | 112 | 701 |
| mux4_2 | 147 | 3310 |
| mux2i_1 | 172 | 1720 |
| nor2_1 | 537 | 2020 |
| clkbuf_1 | 936 | 3510 |
| buf_2 | 264 | 1320 |
| a221oi_1 | 925 | 8100 |
| mux2_2 | 289 | 3250 |
| a221o_1 | 54 | 541 |
| nor3_1 | 55 | 275 |
| a22oi_1 | 241 | 1810 |
| a21oi_1 | 472 | 2360 |
| buf_1 | 126 | 473 |
| edfxtp_1 | 4096 | 123000 |
| and2_1 | 3109 | 19400 |
| o21ai_0 | 230 | 1150 |
| o211ai_1 | 46 | 345 |
| o22ai_1 | 154 | 963 |
| nand2_1 | 270 | 1010 |
## cell families after synthesis
| family | after synthesis |
|---|---|
| mux | 608 |
| flops | 4096 |
| compound gates | 2406 |
| simple gates | 4307 |
| buf+inv | 1374 |
## worst min path at each step
stage,end,from,cells past startpoint
after global routing,Data_Mem[109][12]$_DFFE_PP_,in_Data[12],1
final,Data_Mem[110][12]$_DFFE_PP_,in_Data[12],1
after CTS,Data_Mem[104][12]$_DFFE_PP_,in_Data[12],1
## cell usage in the layout, fill, tap and decap left out, types with 19 or more instances in the layout
cell,Yosys,layout
a31oi_1,29,29
or3_1,112,112
edfxtp_1,4096,4096
a221oi_1,925,922
o211ai_1,46,46
nand3_1,42,40
a22oi_1,241,241
clkbuf_16,0,441
clkdlybuf4s50_1,0,34
diode_2,0,52
nor2_4,0,33
mux4_2,147,147
a221o_1,54,54
or2_2,104,104
nor2_2,2,78
mux2_2,289,289
buf_4,27,655
bufinv_16,0,39
and2_1,3109,3107
buf_6,18,25
nor3_1,55,50
nor2_1,537,428
a21o_1,19,19
clkinv_2,0,76
o221ai_1,45,45
o22ai_1,154,154
nand2_1,270,265
a211oi_1,32,32
o21ai_0,230,227
mux2i_1,172,172
clkinv_1,1,113
clkbuf_1,936,93
a21oi_1,472,472
a222oi_1,30,30
## where the power goes
part	internal [W]	switching, W	leakage (nW)
Clock	0.00125	0.000932	6.72
Combinational	0.000113	0.000332	22.3
Sequential	0.00270	0.0000245	38.5
Total	0.00406	0.00129	67.5
## area by class of cell
type	instances	share of cell area, %
inverter	3	0.0144
multi-input combinational	7321	25.7
clock inverter	254	1.17
timing repair buffer	735	2.95
antenna	52	0.0650
clock buffer	534	5.69
sequential	4096	61.4
tap	4751	2.97
## routing by layer
metal / wire, um / vias up / global-route usage, % / part of all wire [%]
li1: - / 47900 / - / -
met1: 199000 / 55700 / 46.9 / 30
met2: 280000 / 8754 / 52.9 / 42
met3: 133000 / 1627 / 34.4 / 20
met4: 44800 / 105 / 20.6 / 6.8
met5: 4010 / - / 8.65 / 0.61
Power and IR drop assume default switching activity.
