## flow/config.mk

```make
export PLATFORM = sky130hd
export DESIGN_NAME = Data_Memory3
export DESIGN_NICKNAME = Data_Memory3
export VERILOG_FILES = /design/flow/design.v
export SDC_FILE = /design/flow/constraint.sdc
export NUM_CORES = 4
export LEC_CHECK = 1
export CORE_UTILIZATION = 30
```

## flow/run.sh

```bash
#!/bin/bash
# OpenROAD 26Q1-2900-gdf79404cd8, Yosys 0.63+post, stock flow scripts
make -C /OpenROAD-flow-scripts/flow DESIGN_CONFIG=/design/flow/config.mk WORK_HOME=/design/flow/orfs finish
```

## flow/design.v

```verilog
`timescale 1ns/1ns
module Data_Memory3 (
    input [31:0] in_Data,
    input [6:0] Ar,Aw,
    input clk,WE,rst,
    output [31:0] o_Data
);
    reg [31:0] Data_Mem [99:0];
    integer i;
    assign o_Data = Data_Mem[Ar];
    always @(posedge clk) begin
        if (rst) begin
            for(i=0;i<100;i=i+1)
                Data_Mem[i] <= 32'd0;
        end else if (WE) begin
            Data_Mem[Aw] <= in_Data; 
        end
    end
endmodule
```

## flow/constraint.sdc

```tcl
current_design Data_Memory3

set clk_period 52.7
set clk_io_pct 0.2

create_clock -name clk0 -period $clk_period [get_ports {clk}]

set non_clock_inputs [all_inputs -no_clocks]
set_input_delay [expr $clk_period * $clk_io_pct] -clock clk0 $non_clock_inputs
set_output_delay [expr $clk_period * $clk_io_pct] -clock clk0 [all_outputs]
```

==> impl_metrics.ini <==
; implementation run metrics
[power_and_ir_drop]
powerDensity_nw_per_um2 = 35.3
internal-power_mw = 5.48
p_seq_share_pct = 52.4
sw_frac_of_total_pct = 23.2
p_comb_share_pct = 7.9
totalPowerFinal_mw = 7.13
ir_drop_uv = 28.9
clkPwrFrac_pct = 39.6
leakage_nw = 65.9
switchingPower_mw = 1.65

[setup_path]
crit_path_end = o_Data[14]
cp_num_buf_inv = 8
crit_arrival_ns = 17.34
crit_start = Ar[2]
path_cells = buf_8 -> buf_4 -> buf_4 -> buf_4 -> buf_4 -> buf_4 -> buf_4 -> mux4_2 -> mux4_2 -> mux4_2 -> mux2_2 -> clkdlybuf4s50_1
endpoint_kind = primary output
critPathMaxFanout = 59
critPathTopFamily = buffers and inverters
required_ns = 42.16
path_class = primary input to primary output
path_depth = 12
worst_path_max_delay_cell = buf_4
startpoint_type = primary input
cpPeakStageDelay_ns = 0.70
crit_top_cell = buf_4

[clock_tree]
clockRootBuffer = clkbuf_16
cts_buffer_depth = 4
cts-buffers-inserted = 411
htreeDepth = 5
postCtsSetupBuffers = 0
cts_tree = done
path_clk_slew_ns = 0.06
cts_resized = 0
clock_sinks = 4096
cts-hold-fix-buffers = 0

[timing]
timing.final.hold_violations = 0
final-setup-viol-count = 0
tightest_slew_ns = 1.03
maxSlewViolCount = 0
rsz0062_at_grt = no
clock.fmax_ghz = 0.0359
final.min_clock_period_ns = 27.88
period_used_pct = 52.9
setup_tns_ns = 0
relSlewSlack_pct = 31.4

[synth]
synthesis.area_um2 = 179000
synthCells = 9921
syn_area_per_cell_um2 = 18.0
yosysCellCount = 9921
ys.flops = 4096
ys_seq_share_pct = 68.8
ys_chip_area_um2 = 179000
yosysUniqueCellTypes = 22
ys_warn_count = 1

[global_route]
antenna_found_initial = 105
grt_util_all_layers_pct = 19.6
grt_pass1_vias = 97000
grt_pass1_wl_mm = 766
grt_remaining_overflow = 0
grt_max_degree = 88

[placement]
dp_hpwl_mm = 313
place_congestion = 0.884
portBuffers = 80

[worst_hold_path]
hp-class = primary input to register

[detailed_routing]
first_iter_violations = 5639
route.detailed.drc = 0
routedWlPerCell_um = 30.2
viasPerCell = 4.94
drt.antenna.violating_nets = 0
vias = 89600
drt_wl_total_mm = 548
dr.pass1.iters = 8

[die]
io_pins = 81
rows = 283
die_area_um2 = 599000
floorplan.core_util_pct = 30.1
die_x_um = 774
coreArea_um2 = 594000
chipHeight_um = 774

[final_layout]
lay_top_count = edfxtp_1
fillers = 54400
regMostFlops = Data_Mem
largest_reg_flops = 4096
layout_top_cells = edfxtp_1, and2_1, mux4_2, buf_4, clkbuf_16
drive_above_1_share_pct = 25.7
area_growth_pct = 13.1
seq_area_um2 = 123000
fin_util_pct = 34.1
reg_top3 = Data_Mem: 4096 flops
logic_area_um2 = 52600

[flow_run]
log.warning_count = 26
drv_cap = 0

[run_status]
status = complete, no violations
## cell type report
type	count	area share, %
flip-flops and latches	4096	60.8
multi-input cells	4846	26.0
clock buffers	509	5.31
well taps	7837	4.85
repair buffers	490	1.93
clock inverters	238	0.980
diodes	116	0.144
## worst min path at each step
| stage | startpoint | endpoint | depth (start not counted) |
|---|---|---|---|
| global route | in_Data[2] | Data_Mem[120][2]$_DFFE_PP_ | 1 |
| finish | in_Data[2] | Data_Mem[124][2]$_DFFE_PP_ | 1 |
| CTS | in_Data[2] | Data_Mem[125][2]$_DFFE_PP_ | 1 |
## through the flow
stage	cells	hold WS, ns	worst slack, ns	instance area, um^2
floorplan	9921	10.64	29.08	179000
global placement	17300	10.83	24.75	189000
detailed placement	17300	10.84	24.81	189000
CTS	18000	9.78	24.82	202000
global route	18100	9.82	24.64	202000
finish	18100	9.84	24.82	202000
## kinds of logic after synthesis
kind of cell | synth area share (%)
and+or+nand+nor | 11.9
buffers and inverters | 2.14
DFF | 68.8
muxes | 17.1
## synth_stat cells
cell type / instances / area (um^2)
buf_4: 6 / 45.0
edfxtp_1: 4096 / 123000
nor4bb_1: 1 / 10.0
buf_1: 69 / 259
nand3_1: 10 / 50.1
or3_1: 1 / 6.26
buf_6: 2 / 22.5
nand2_1: 12 / 45.0
buf_2: 87 / 435
nor3_1: 1 / 5.00
nand4_1: 4 / 25.0
mux2_2: 32 / 360
or2_2: 100 / 626
mux4_2: 1344 / 30300
nor3b_1: 1 / 7.51
and2_1: 3200 / 20000
nand3b_1: 2 / 15.0
nand2b_1: 1 / 6.26
clkbuf_1: 815 / 3060
or3b_2: 2 / 17.5
nor2b_1: 6 / 37.5
nor2_1: 129 / 484
## metal layers
layer | up-vias | routed length, um | share of wire, % | global-route usage, %
met5 | - | 1410 | 0.26 | 4.39
met4 | 83 | 19200 | 3.5 | 5.42
met3 | 1043 | 115000 | 21 | 18.1
met2 | 6435 | 246000 | 45 | 27.9
met1 | 44500 | 166000 | 30 | 20.5
li1 | 37600 | - | - | -
## power groups by stage
stage         Clock, mW  Sequential [mW]  Combinational, mW
finish             2.83             3.74              0.565
global route       2.98             3.75              0.592
CTS                2.87             3.74              0.562
Power figures rest on the tool's default switching activity, not on a simulated workload.
